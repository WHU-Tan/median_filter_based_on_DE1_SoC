**design/flow/run.sh**
```bash
#!/bin/bash
# OpenROAD 26Q1-2900-gdf79404cd8, Yosys 0.63+post, stock flow scripts
make -C /OpenROAD-flow-scripts/flow DESIGN_CONFIG=/design/flow/config.mk WORK_HOME=/design/flow/orfs finish
```
**design/flow/config.mk**
```make
export PLATFORM = sky130hd
export DESIGN_NAME = medfilter2
export DESIGN_NICKNAME = medfilter2
export VERILOG_FILES = /design/flow/design.v
export SDC_FILE = /design/flow/constraint.sdc
export NUM_CORES = 4
export LEC_CHECK = 1
export CORE_AREA = 10 10 70 70
export DIE_AREA = 0 0 80 80
```
**design/flow/constraint.sdc**
```tcl
current_design medfilter2

set clk_period 2.0
set clk_io_pct 0.2

create_clock -name clk0 -period $clk_period [get_ports {CLK}]

set non_clock_inputs [all_inputs -no_clocks]
set_input_delay [expr $clk_period * $clk_io_pct] -clock clk0 $non_clock_inputs
set_output_delay [expr $clk_period * $clk_io_pct] -clock clk0 [all_outputs]
```
**design/flow/design.v**
```verilog
`timescale 1ns / 1ps
module counter_ctrl(
  CLK,
  RSTn,
  start_sig,   
  nxt_pix_sig,      
  cols,                          
  column_addr_sig,   
  row_addr_sig,      
  pix_done_sig    
    );
  input CLK;
  input RSTn;
  input start_sig;
  input nxt_pix_sig;
  input [9:0] cols;
  output pix_done_sig;  
  output [9:0] column_addr_sig;    
  output [9:0] row_addr_sig;   
  reg isCtrlDone;
  reg [17:0] imk;    
  reg [9:0] row_addr;   
  reg [9:0] column_addr;    
  reg start_sig_d;
  wire start_sig_rising_vld;
   always @ (posedge CLK or negedge RSTn)    
    if (!RSTn)
        start_sig_d <= 0;
     else 
        start_sig_d <= start_sig;
  assign start_sig_rising_vld = start_sig & (~start_sig_d);
  always @ (posedge CLK or negedge RSTn)    
    if (!RSTn)
       begin  
        imk <= 18'b0; 
        column_addr <= 10'b0; 
        row_addr <= 10'b0;
        isCtrlDone <= 1'b0;    
        end
     else if (start_sig_rising_vld)
       begin  
        imk <= 18'b1; 
        column_addr <= 10'b1; 
        row_addr <= 10'b1;
        isCtrlDone <= 1'b1;    
        end    
     else if ( nxt_pix_sig )
       begin  
          imk <= imk + 1'b1;
          row_addr <= imk / cols + 1;   
          column_addr <= imk % cols + 1;   
        isCtrlDone <= 1'b1; 
        end
     else isCtrlDone <= 1'b0;    
  assign row_addr_sig = row_addr;
  assign column_addr_sig = column_addr;
  assign pix_done_sig = isCtrlDone;
endmodule
`timescale 1ns / 1ps
module medfilter2  
(
  CLK, 
  RSTn,
  Start_sig,
  Done_sig,
  Data_out
);
  input CLK;
  input RSTn;
  input Start_sig;
  output Done_sig;
  output [7:0] Data_out;
  wire [17:0] rom_addr;  
  wire [7:0] rom_data;   
  wire [7:0] data_out0;            
  wire [7:0] data_out1;
  wire [7:0] data_out2;
  wire [7:0] data_out3;
  wire [7:0] data_out4;
  wire [7:0] data_out5;
  wire [7:0] data_out6;
  wire [7:0] data_out7;
  wire [7:0] data_out8;
  wire win_done_sig;
 wire [9:0] column_addr_sig;
 wire [9:0] row_addr_sig;
  win3by3_gen win3by3_gen_inst (
  .CLK(CLK), 
  .RSTn(RSTn),
  .center_pix_sig(win_start_sig),  
  .cols(10'd512),    
  .rows(10'd512),    
  .rom_data_win(rom_data),     
  .column_addr_sig(column_addr_sig),     
  .row_addr_sig(row_addr_sig),          
  .rom_addr_sig(rom_addr),    
  .data_out0(data_out0),            
  .data_out1(data_out1),
  .data_out2(data_out2),
  .data_out3(data_out3),
  .data_out4(data_out4),
  .data_out5(data_out5),
  .data_out6(data_out6),
  .data_out7(data_out7),
  .data_out8(data_out8),
  .win_data_done_sig(win_done_sig)   
    );
  counter_ctrl counter_ctrl_inst(
  .CLK(CLK),
  .RSTn(RSTn),
  .start_sig(Start_sig),   
  .nxt_pix_sig(win_done_sig),   
  .cols(10'd512), 
  .column_addr_sig(column_addr_sig),   
  .row_addr_sig(row_addr_sig),      
  .pix_done_sig(win_start_sig)    
  );
 wire medfilt_done_sig;
 wire [7:0] medfilt_data_wire;
 medfilter3by3 medfilter3by3_inst
(
  .CLK(CLK),
  .RSTn(RSTn), 
  .win_data_sig(win_done_sig),   
  .medfilt_done_sig(medfilt_done_sig),  
  .data_in0(data_out0),         
  .data_in1(data_out1),
  .data_in2(data_out2),
  .data_in3(data_out3),
  .data_in4(data_out4),
  .data_in5(data_out5),
  .data_in6(data_out6),
  .data_in7(data_out7),
  .data_in8(data_out8),
  .medfilt_data_out(medfilt_data_wire)      
); 
 wire Done_sig;
 wire [7:0] Data_out;
 assign Done_sig = medfilt_done_sig;
 assign Data_out = medfilt_data_wire;
endmodule
`timescale 1ns / 1ps
module medfilter3by3(
  CLK,
  RSTn,
  win_data_sig,   
  medfilt_done_sig,    
  data_in0,         
  data_in1,
  data_in2,
  data_in3,
  data_in4,
  data_in5,
  data_in6,
  data_in7,
  data_in8,
  medfilt_data_out     
    );
  input CLK;
  input RSTn;
  input win_data_sig;
  input [7:0] data_in0;            
  input [7:0] data_in1;
  input [7:0] data_in2;
  input [7:0] data_in3;
  input [7:0] data_in4;
  input [7:0] data_in5;
  input [7:0] data_in6;
  input [7:0] data_in7;
  input [7:0] data_in8;
  output medfilt_done_sig;
  output [7:0] medfilt_data_out;
  reg [7:0] a11;
  reg [7:0] a12;
  reg [7:0] a13;
  reg [7:0] a21;
  reg [7:0] a22;
  reg [7:0] a23;
  reg [7:0] a31;
  reg [7:0] a32;
  reg [7:0] a33;
  reg [7:0] b11;
  reg [7:0] b12;
  reg [7:0] b13;
  reg [7:0] b21;
  reg [7:0] b22;
  reg [7:0] b23;
  reg [7:0] b31;
  reg [7:0] b32;
  reg [7:0] b33;
  reg [7:0] c11;
  reg [7:0] c12;
  reg [7:0] c13;
  reg [7:0] c21;
  reg [7:0] c22;
  reg [7:0] c23;
  reg [7:0] c31;
  reg [7:0] c32;
  reg [7:0] c33;
  reg [2:0] i;
  reg [7:0] medfilt_data;
  reg filt_done;
  reg cal_vld;
always @ ( posedge CLK or negedge RSTn )
    if (!RSTn)
      begin
            a11 <= 0;
            a12 <= 0;
            a13 <= 0;
            a21 <= 0;
            a22 <= 0;
            a23 <= 0;
            a31 <= 0;
            a32 <= 0;
            a33 <= 0;
        end
     else if (win_data_sig)
       begin
            a11 <= data_in0;
            a12 <= data_in1;
            a13 <= data_in2;
            a21 <= data_in3;
            a22 <= data_in4;
            a23 <= data_in5;
            a31 <= data_in6;
            a32 <= data_in7;
            a33 <= data_in8;
        end
  always @ ( posedge CLK or negedge RSTn )
    if (!RSTn)
            i <= 3'd0;
     else if( cal_vld & ( i!=3 ) )
            i <= i + 1;
     else 
            i <= 0;
  always @ ( posedge CLK or negedge RSTn )
    if (!RSTn)
            cal_vld <= 1'b0;
     else if( win_data_sig )
            cal_vld <= 1'b1;
     else if( i==3'd3 )
            cal_vld <= 0;            
  always @ ( posedge CLK or negedge RSTn )
    if (!RSTn)
       begin
        filt_done <= 1'b0;
        b11 <= 0;
        b12 <= 0;
        b13 <= 0;
        b21 <= 0;
        b22 <= 0;
        b23 <= 0;
        b31 <= 0;
        b32 <= 0;
        b33 <= 0;
        c11 <= 0;
        c12 <= 0;
        c13 <= 0;
        c21 <= 0;
        c22 <= 0;
        c23 <= 0;
        c31 <= 0;
        c32 <= 0;
        c33 <= 0;
        medfilt_data <= 0;
        end
     else if( cal_vld )
       case(i)
          3'd0:
            begin
             b11 <= max(a11, a21, a31); 
             b12 <= max(a12, a22, a32); 
             b13 <= max(a13, a23, a33);
             b21 <= med(a11, a21, a31); 
             b22 <= med(a12, a22, a32); 
             b23 <= med(a13, a23, a33);
             b31 <= min(a11, a21, a31); 
             b32 <= min(a12, a22, a32); 
             b33 <= min(a13, a23, a33);
            end
          3'd1:
            begin
             c31 <= max(b31, b32, b33);
             c22 <= med(b21, b22, b23);
             c13 <= min(b11, b12, b13); 
             end
          3'd2:
             begin
             medfilt_data <= med(c13, c22, c31);
             filt_done<=1'b1;
             end
          3'd3:
             filt_done <= 1'b0; 
            default:;
        endcase
function [7:0] max; 
  input [7:0] a, b, c;
  begin
    max = (((a >= b) ? a : b) >= c ) ?  ((a >= b) ? a : b) : c;
  end
endfunction
function [7:0] med;
  input [7:0] a, b, c;
  begin
     med = a < b ? (b < c ? b : a < c ? c : a) : (b > c ? b : a > c ? c : a);
  end
endfunction
function [7:0] min;
  input [7:0] a, b, c;
  begin
     min= (((a <= b) ? a : b) <= c ) ?  ((a <= b) ? a : b) : c;
  end
endfunction
  assign medfilt_data_out = medfilt_data;
  assign medfilt_done_sig = filt_done;
endmodule
`timescale 1ns / 1ps
module win3by3_gen(
  CLK,
  RSTn,
  center_pix_sig,
  cols,    
  rows,
  rom_data_win,    
  column_addr_sig,     
  row_addr_sig,          
  rom_addr_sig,             
  data_out0,            
  data_out1,
  data_out2,
  data_out3,
  data_out4,
  data_out5,
  data_out6,
  data_out7,
  data_out8,
  win_data_done_sig             
    );
  input CLK;
  input RSTn;
  input [7:0] rom_data_win;
  input [9:0] cols;
  input [9:0] rows;
  input center_pix_sig;   
  input [9:0] column_addr_sig;
  input [9:0] row_addr_sig;
  output [7:0] data_out0;            
  output [7:0] data_out1;
  output [7:0] data_out2;
  output [7:0] data_out3;
  output [7:0] data_out4;
  output [7:0] data_out5;
  output [7:0] data_out6;
  output [7:0] data_out7;
  output [7:0] data_out8;
  output [17:0] rom_addr_sig;
  output win_data_done_sig;
  reg [9:0] m;
  always @ ( posedge CLK or negedge RSTn )
    if ( !RSTn )
       m <= 10'd1;
     else if (  center_pix_sig )
       m <= row_addr_sig[9:0];
  reg [9:0] n;
  always @ ( posedge CLK or negedge RSTn )
    if ( !RSTn )
       n <= 10'd1;
     else if (  center_pix_sig )
       n <= column_addr_sig[9:0];
  reg [3:0] i;
  reg isWinDone;
  reg [17:0] rom_addr;
  reg [7:0] a11;
  reg [7:0] a12;
  reg [7:0] a13;
  reg [7:0] a21;
  reg [7:0] a22;
  reg [7:0] a23;
  reg [7:0] a31;
  reg [7:0] a32;
  reg [7:0] a33;
reg get_9point_vld;
always @ ( posedge CLK or negedge RSTn )
    if (!RSTn)
           get_9point_vld <= 1'b0;
     else if ( center_pix_sig )
            get_9point_vld <= 1'b1;
     else if ( i==4'd10 )
            get_9point_vld <= 1'b0;
always @ ( posedge CLK or negedge RSTn )
    if ( !RSTn )
           isWinDone <= 1'b0;
     else if ( i==4'd10 )
            isWinDone <= 1'b1;
     else
            isWinDone <= 1'b0;
always @ ( posedge CLK or negedge RSTn )
    if ( !RSTn )
           i <= 4'd0;
     else if (i == 4'd10)
            i <= 4'd0;
     else if ( get_9point_vld )
            i <= i + 1'b1;
always @ ( posedge CLK or negedge RSTn )
    if (!RSTn)
            rom_addr <= 0;
     else if ( get_9point_vld)
       case (i)
          4'd0:
            if(!(m==1 || n==1)) rom_addr <= (m-2)*cols + (n-1) -1;
          4'd1:
          if(!(m==1 )) rom_addr <= (m-2)*cols + n -1;
          4'd2:
            if(!(m==1 || n==cols)) rom_addr <= (m-2)*cols + (n+1) -1;
          4'd3:
            if(!(n==1)) rom_addr <= (m-1)*cols + (n-1) -1;
          4'd4:
            rom_addr <= (m-1)*cols + n -1;
          4'd5:
            if(!(n==cols)) rom_addr <= (m-1)*cols + (n+1) -1;
          4'd6:
            if(!(m==cols || n==1)) rom_addr <= m*cols + (n-1) -1;
          4'd7:
            if(!(m==cols)) rom_addr <= m*cols + n -1;
          4'd8:
            if(!(m==cols || n==cols)) rom_addr <= m*cols + (n+1) -1;
          default:;
        endcase
always @ ( posedge CLK or negedge RSTn )
    if (!RSTn)
       begin
          a11 <= 0;
          a12 <= 0;
          a13 <= 0;
          a21 <= 0;
          a22 <= 0;
          a23 <= 0;
          a31 <= 0;
          a32 <= 0;
          a33 <= 0;
        end
     else if ( get_9point_vld )
       case (i)
          4'd2:
          if ( m==1 || n==1 )
                a11 <= 0;
          else
                a11 <= rom_data_win;
          4'd3:
          if ( m==1 )  a12 <= 0;
          else a12 <= rom_data_win;
          4'd4:
          if ( m==1 || n==cols ) a13 <= 0;
          else a13 <= rom_data_win;
          4'd5:
          if ( n==1 ) a21 <= 0;
          else  a21 <= rom_data_win;
          4'd6:
          a22 <= rom_data_win;
          4'd7:
          if ( n==cols ) a23 <= 0;
          else a23 <= rom_data_win;
          4'd8:
          if ( m==cols || n==1 ) a31 <= 0;
          else a31 <= rom_data_win;
          4'd9:
          if ( m==cols ) a32 <= 0;
          else a32 <= rom_data_win;
          4'd10:
          if ( m==cols || n==cols ) a33 <= 0;
          else a33 <= rom_data_win;
          default:;
      endcase
  assign win_data_done_sig = isWinDone;
  assign rom_addr_sig = rom_addr;
  assign data_out0 = a11;
  assign data_out1 = a12;
  assign data_out2 = a13;
  assign data_out3 = a21;
  assign data_out4 = a22;
  assign data_out5 = a23;
  assign data_out6 = a31;
  assign data_out7 = a32;
  assign data_out8 = a33;
endmodule
```
==> changes_impl.md <==
### Implementation results

- Worst Hold End: win3by3_gen_inst.get_9point_vld
- Hold path cells: 1
- Seq/Total Area, Yosys: 53.5%
- Site Rows: 21
- Mapped cell area: 608 sq um
- WL final: 856 um
- Worst clock skew: 0.000972 ns
- First-pass GRT wire length: 1480 um
- Cell area leaders: dfrtp_1 (53%), buf_4 (9.9%), ha_1 (8.2%)
- Peak VDD IR: 291 uV
- LEAKAGE: 0.321 nW
- #FFs+latches synth: 13
- Hold Startpoint: counter_ctrl_inst.isCtrlDone
- Critical path's top delay family: buffers and inverters
- Number of antenna violations at the first check in global routing: 0
- Multiplexer share of the synthesized area: 4.12%
- Die width: 80 um
- Clock latency (worst-skew pair): 0.26 ns
- Setup total negative slack: 0 ns
- Post-layout minimum cycle time: 1.46 ns
- Worst-path fanout max: 2
- Worst r2r dst: medfilter3by3_inst.i[0]
- Avg WL per Cell: 8.08 um
- Status: completed
- Vias per cell: 3.27
- # DRC: 0
- Worst Path Required: 1.60 ns
- OpenROAD warning count: 27
- Logic area: 234 sq um
- Worst r2r src: medfilter3by3_inst.i[0]
- Most numerous logic cell after layout: dfrtp_1
- H-tree levels: 1
- Post_cts resized: 0
- Crit path DAT: 1.06 ns
- Flop area: 325 sq um
- Worst slew pin tran: 0.544 ns
- Layout cells sized above 1: 10.0%
- Worst setup SP type: flop
- Avg Cell Area, Syn: 11.3 sq um
- Cells in synth_stat.txt: 54
- Die Ht: 80 um
- Slowest-stage cell, CP: clkdlybuf4s50_1
- Sink Count: 13
- Slew headroom: 63.6%
- WP buf/inv: 1
- Iter 0 DRT Violations: 10
- Number of global-route vias before repair: 358
- Warnings from Yosys: 12
- Max-slew violations: 0
- Ratio of final minimum period to clock period: 73.2%
- Post-CTS Setup Bufs: 0
- Num CTS Buffers: 3
- CTS tree: yes
- Ant diodes: 0
- Clock Path Buffers: 2
- Final Util: 20.1%
- IO Count: 12
- Via count: 347
- DR pass1 iterations: 2
- Reg clk slew, reported paths: 0.07 ns
- Die area: 6400 sq um
- AO/OA Area Share: 9.26%
- Number of max-cap violations: 0
- Max incr delay on CP: 0.46 ns
- Post-synthesis xor/xnor area fraction: 1.44%
- Largest net degree at the start of global routing: 14
- Global route total overflow: 0
- Register-to-register setup slack: 0.80 ns
- Post-synthesis adder-cell area fraction: 8.23%
- Most numerous logic cells after layout: dfrtp_1 (13), conb_1 (8), nor2_1 (4), ha_1 (4)
- Yosys top cell area share: 53.5%
- Core Footprint: 3420 sq um
- Max Fclk: 683 MHz
- Fp util: 17.8%
- HPWL Detailed: 695 um
- Antenna Violating Nets Remaining: 0
- Top logic family: buffers and inverters
- Netlist cell types: 21
- Final setup vio count: 0
- Hold/Removal Path Class: reg2reg
- Basic Gates by Area: 10.5%
- GRT Resource Usage Total: 2.93%
- Port Buffer Count: 3
- Synth-to-layout area growth: 13.2%
- Dominant cell type by area after synthesis: dfrtp_1
- R2R depth: 4
- Syn Inst Count: 54
- RePlAce Congestion: 0.626
- Fillcell total: 388
- Final Hold Fails: 0
- # hold bufs at CTS: 0
- RSZ-0062 raised after global routing: no
- CP Class: reg2out
- Yosys-reported design area after synthesis: 608 sq um
- Crit-path cells: clkdlybuf4s50_1
- CTS root buffer: clkbuf_4
- Crit end category: primary output
- P per Cell Area: 1310 nW/um^2
## worst max path at each step
stage / start / to / slack [ns] / cells past startpoint
CTS: medfilter3by3_inst.filt_done / Done_sig / 0.51 / 1
global route: medfilter3by3_inst.filt_done / Done_sig / 0.47 / 1
finish: medfilter3by3_inst.filt_done / Done_sig / 0.54 / 1
## routing by layer
| metal | global-route usage (%) | vias up | wire [um] |
|---|---|---|---|
| met1 | 3.30 | 164 | 367 |
| li1 | - | 171 | - |
| met2 | 4.49 | 10 | 394 |
| met4 | 0.352 | 0 | 16 |
| met5 | 0 | - | 0 |
| met3 | 2.16 | 2 | 77 |
## report_power, final
group          switching [mW]  internal (mW)  leakage [nW]
registers              0.0992          0.366         0.158
logic                   0.122          0.165         0.148
clock network          0.0715         0.0770        0.0150
total                   0.293          0.608         0.321
## cells by family after synthesis
family                     Yosys count
xor gates and xnor gates             1
adders and majority gates            4
DFF                                 13
buffers and inverters               12
muxes                                2
AOI/OAI and AO/OA                    9
and+or+nand+nor                     12
other                                1
## state kept, by name, summed over array words and instances, names as in the netlist
| signal | cells |
|---|---|
| medfilter3by3_inst.cal_vld | 1 |
| counter_ctrl_inst.start_sig_d | 1 |
| win3by3_gen_inst.i | 4 |
| win3by3_gen_inst.get_9point_vld | 1 |
| win3by3_gen_inst.isWinDone | 1 |
| counter_ctrl_inst.isCtrlDone | 1 |
| medfilter3by3_inst.filt_done | 1 |
| medfilter3by3_inst.i | 3 |
## cells in the mapped netlist (all sizes together)
cell and count:
nor2 4, nand2b 3, o21ai 3, conb 1
a31oi 1, nor2b 1, inv 4, a22o 1
mux2i 1, nand3 2, nand3b 1, dfrtp 13
xnor2 1, mux2 1, a21oi 3, buf 8
ha 4, and2 1, a21o 1
## per-stage QoR
stage | instances | power [mW] | hold slack, ns | setup WS [ns] | area, sq um
after floorplan | 61 | 0.687 | 0.104 | 0.916 | 634
after global placement | 102 | 0.748 | 0.410 | 0.810 | 662
after detailed placement | 102 | 0.768 | 0.414 | 0.796 | 662
after CTS | 106 | 0.922 | 0.430 | 0.510 | 688
after global routing | 106 | 0.993 | 0.452 | 0.465 | 688
final | 106 | 0.901 | 0.427 | 0.535 | 688
## cell type report
class	count	share of cell area (%)
clock buffer	4	3.82
inverter	4	2.18
multi-input combinational	36	34.0
sequential	13	47.3
tap	46	8.36
timing repair buffer	3	4.36
No activity file was given, so power comes from the tool's default toggle rates.
